--- flow/design.v ---
`default_nettype	none
module rxuart(i_clk, i_uart_rx, o_wr, o_data
	);
	parameter  [15:0]	CLOCKS_PER_BAUD = 868;
	localparam	[3:0]	IDLE      = 4'h0;
	localparam	[3:0]	BIT_ZERO  = 4'h1;
	localparam	[3:0]	STOP_BIT  = 4'h9;
	input	wire		i_clk;
	input	wire		i_uart_rx;
	output	reg		o_wr;
	output	reg	[7:0]	o_data;
	reg	[3:0]		state;
	reg	[15:0]		baud_counter;
	reg			zero_baud_counter;
	reg		ck_uart;
	reg		q_uart;
	initial	{ ck_uart, q_uart } = -1;
	always @(posedge i_clk)
		{ ck_uart, q_uart } <= { q_uart, i_uart_rx };
	initial	state = IDLE;
	initial	baud_counter = 0;
	always @(posedge i_clk)
	if (state == IDLE)
	begin
		state <= IDLE;
		baud_counter <= 0;
		if (!ck_uart)
		begin
			state <= BIT_ZERO;
			baud_counter <= CLOCKS_PER_BAUD+CLOCKS_PER_BAUD/2-1'b1;
		end
	end else if (zero_baud_counter)
	begin
		state <= state + 1;
		baud_counter <= CLOCKS_PER_BAUD-1'b1;
		if (state == STOP_BIT)
		begin
			state <= IDLE;
			baud_counter <= 0;
		end
	end else
		baud_counter <= baud_counter - 1'b1;
	always @(*)
		zero_baud_counter = (baud_counter == 0);
	always @(posedge i_clk)
	if ((zero_baud_counter)&&(state != STOP_BIT))
		o_data <= { ck_uart, o_data[7:1] };
	initial	o_wr = 1'b0;
	always @(posedge i_clk)
		o_wr <= ((zero_baud_counter)&&(state == STOP_BIT));
endmodule
--- flow/run.sh ---
#!/bin/bash
# OpenROAD 26Q1-2900-gdf79404cd8, Yosys 0.63+post, stock flow scripts
make -C /OpenROAD-flow-scripts/flow DESIGN_CONFIG=/design/flow/config.mk WORK_HOME=/design/flow/orfs finish
--- flow/config.mk ---
export PLATFORM = sky130hd
export DESIGN_NAME = rxuart
export DESIGN_NICKNAME = rxuart
export VERILOG_FILES = /design/flow/design.v
export SDC_FILE = /design/flow/constraint.sdc
export NUM_CORES = 4
export LEC_CHECK = 1
export CORE_AREA = 10 10 92 92
export DIE_AREA = 0 0 102 102
--- flow/constraint.sdc ---
current_design rxuart

set clk_period 5.3
set clk_io_pct 0.2

create_clock -name clk0 -period $clk_period [get_ports {i_clk}]

set non_clock_inputs [all_inputs -no_clocks]
set_input_delay [expr $clk_period * $clk_io_pct] -clock clk0 $non_clock_inputs
set_output_delay [expr $clk_period * $clk_io_pct] -clock clk0 [all_outputs]
==> qor.yml <==
outcome:
  status: "finished, final reports clean"
worst_setup_path:
  crit_family: "buffers and inverters"
  cpPeakStageDelay_ns: 0.47
  crit_arrival_ns: 1.12
  endpoint_kind: "output pin"
  crit_chain: "clkdlybuf4s50_1"
  slowest_stage: "clkdlybuf4s50_1"
  critPathLaunchType: "flop"
  crit_path_max_fanout: 2
  crit_type: "reg2out"
  critPathRequiredTime_ns: 4.24
  worstPathBufferInverterCount: 1
finish:
  layout.cells.most_common_list: "dfxtp_1 (19), xnor2_1 (13), edfxtp_1 (12)"
  finalNonFillerCells: 205
  area_delta_synth_final_pct: 21.91
  lay_top_count: "dfxtp_1"
  logic_area_um2: 536.8
  finalCoreUtilization_pct: 24.80
  regArea_um2: 740.7
  fill_cells: 666
  drive_gt1_share_pct: 17.97
sta:
  hold_viol: 0
  finalSetupTns_ns: 0
  finalClockSkew_ns: 0.006748
  drv_slew: 0
  slew_headroom_pct: 58.35
  min_period_ns: 2.177
  rsz0062_at_grt: "no"
  finalCritPeriodShare_pct: 41.08
  setup_viol: 0
  worstMarginPinSlew_ns: 0.6234
  fmax_mhz: 459.2
clock_network:
  cts_buffer_depth: 2
  htree_levels: 2
  numCtsBuffers: 5
  cts_tree: "built"
  cts.sinks: 31
  clock.latency.late_pin_ns: 0.28
  cts_hold_buf: 0
  clk_pin_slew_ns: 0.07
  clockRootBuffer: "clkbuf_8"
  post_cts_resize_count: 0
  post_cts_buffers: 0
yosys:
  synthFlopType: "dfxtp_1"
  syn_area_per_cell_um2: 11.63
  edf_count: 12
  async_flop_share_pct: 0
  syn-instance-count: 113
  synth.cell_area_um2: 1314
  ys_chip_area_um2: 1314
  ys_cells: 113
  postSynthSeqShare_pct: 56.38
  numSynthFlops: 31
  ys_types: 35
  synth_warnings: 1
detailed_routing:
  n_antenna_cell: 0
  via_per_inst: 4.107
  dr.first_iter.drc_count: 94
  wl_per_cell_um: 10.64
  first_pass_iters: 4
  wl_um: 2181
  via_count: 842
  postRouteAntennaNets: 0
  drc: 0
global_routing:
  grt_overflow_total: 0
  antenna_found_initial: 0
  grt_pass1_vias: 787
  grt_util_all_layers_pct: 4.329
  grt_max_degree: 15
  grt_pass1_wl_um: 3732
die:
  core_area_um2: 6459
  chipArea_um2: 10400
  core.rowCount: 29
  io_pins: 11
  fp.dieH_um: 102
  fp.dieW_um: 102
  fp-utilization_pct: 20.34
place:
  hpwl_um: 1496
  placed_cells: 197
  port_buffers: 10
  place_congestion: 0.7690
job:
  cap_violations: 0
  warnings: 25
power:
  ir_drop_uv: 148.6
  cellLeakagePower_nw: 0.5207
  powerDensity_nw_per_um2: 298.4
hold_path:
  hold_class: "reg2reg"
## Yosys cell counts (2+ instances only)
master | n | share of area (%)
nor2_2 | 3 | 1.4
or3b_2 | 2 | 1.3
dfxtp_1 | 19 | 29
xnor2_1 | 13 | 8.7
or2_2 | 2 | 0.95
o21ai_0 | 2 | 0.76
buf_2 | 2 | 0.76
a21oi_1 | 6 | 2.3
nor2_1 | 7 | 2.0
nor3_2 | 2 | 1.5
nand2b_1 | 3 | 1.4
o21ai_1 | 3 | 1.1
nor3_1 | 4 | 1.5
or4_4 | 2 | 1.7
or3_1 | 2 | 0.95
inv_1 | 4 | 1.1
nor4_1 | 3 | 1.4
nor4_2 | 3 | 2.9
edfxtp_1 | 12 | 27
nand2_1 | 4 | 1.1
## sequential cells by signal, indices dropped and copies added (netlist names)
name and count:
q_uart 1, baud_counter 16, o_wr 1, ck_uart 1, o_data 8, state 4
## metrics by stage
step | hold WS, ns | instance area, µm² | power [mW] | worst slack (ns)
floorplan | 0.3096 | 1314 | 0.2522 | 3.401
global placement | 0.3118 | 1489 | 0.2531 | 3.169
detailed placement | 0.3186 | 1489 | 0.2530 | 3.119
CTS | 0.3346 | 1602 | 0.4828 | 3.088
global route | 0.3360 | 1602 | 0.4948 | 2.871
finish | 0.3328 | 1602 | 0.4779 | 3.123
## layer usage
layer / share of wire, % / track usage [%]
met2: 41 / 5.877
met3: 4.5 / 1.568
met1: 52 / 6.435
met4: 2.4 / 0.9761
met5: 0 / 0
## layout make-up
| type | count | share of cell area (%) |
|---|---|---|
| multi-input cells | 75 | 33.52 |
| repair buffers | 10 | 6.250 |
| inverters | 4 | 0.9375 |
| flip-flops and latches | 31 | 46.25 |
| clock inverters | 3 | 2.734 |
| clock buffers | 5 | 4.297 |
| well taps | 77 | 6.016 |
## logic make-up after synthesis
family,Yosys count,share of synthesized area [%]
xor+xnor,14,9.334
flops,31,56.38
mux,1,0.7619
fa+ha+maj,1,0.9522
simple gates,44,23.43
compound gates,15,6.382
buf+inv,7,2.762
## final timing paths
| check | slack [ns] | to | startpoint | cells past startpoint |
|---|---|---|---|---|
| max | 3.12 | o_data[7] | o_data[7] | 1 |
| min | 0.33 | ck_uart | q_uart | 0 |
| min reg2reg | 0.33 | ck_uart | q_uart | 0 |
| max reg2reg | 3.15 | o_data[1] | baud_counter[0] | 5 |
## where the power goes
group / internal, mW / switching (mW)
Combinational: 0.000686 / 0.000243
Sequential: 0.246 / 0.000416
Clock: 0.140 / 0.0904
Power and IR drop assume default switching activity.
