==> /design/flow/design.v <==
`default_nettype none
module	helloworld(i_clk,
		o_uart_tx);
	parameter	CLOCK_RATE_HZ = 100_000_000;  
	parameter	BAUD_RATE = 115_200;  
	input		i_clk;
	output	wire	o_uart_tx;
	parameter	INITIAL_UART_SETUP = (CLOCK_RATE_HZ/BAUD_RATE);
	reg		tx_restart;
	reg	[27:0]	hz_counter;
	initial	hz_counter = 28'h16;
	always @(posedge i_clk)
	if (hz_counter == 0)
		hz_counter <= CLOCK_RATE_HZ - 1'b1;
	else
		hz_counter <= hz_counter - 1'b1;
	initial	tx_restart = 0;
	always @(posedge i_clk)
		tx_restart <= (hz_counter == 1);
	wire		tx_busy;
	reg		tx_stb;
	reg	[3:0]	tx_index;
	reg	[7:0]	tx_data;
	initial	tx_index = 4'h0;
	always @(posedge i_clk)
	if ((tx_stb)&&(!tx_busy))
		tx_index <= tx_index + 1'b1;
	always @(posedge i_clk)
	case(tx_index)
	4'h0: tx_data <= "H";
	4'h1: tx_data <= "e";
	4'h2: tx_data <= "l";
	4'h3: tx_data <= "l";
	4'h4: tx_data <= "o";
	4'h5: tx_data <= ",";
	4'h6: tx_data <= " ";
	4'h7: tx_data <= "W";
	4'h8: tx_data <= "o";
	4'h9: tx_data <= "r";
	4'ha: tx_data <= "l";
	4'hb: tx_data <= "d";
	4'hc: tx_data <= "!";
	4'hd: tx_data <= " ";
	4'he: tx_data <= "\n";
	4'hf: tx_data <= "\r";
	endcase
	initial	tx_stb = 1'b0;
	always @(posedge i_clk)
	if (&tx_restart)
		tx_stb <= 1'b1;
	else if ((tx_stb)&&(!tx_busy)&&(tx_index==4'hf))
		tx_stb <= 1'b0;
	txuart #(INITIAL_UART_SETUP[23:0])
		transmitter(i_clk, tx_stb, tx_data, o_uart_tx, tx_busy);
endmodule
`default_nettype	none
module txuart(i_clk, i_wr, i_data, o_uart_tx, o_busy);
	parameter	[23:0]	CLOCKS_PER_BAUD = 24'd868;
	input	wire		i_clk;
	input	wire		i_wr;
	input	wire	[7:0]	i_data;
	output	wire		o_uart_tx;
	output	reg		o_busy;
	localparam [3:0] START	= 4'h0,
		BIT_ZERO	= 4'h1,
		BIT_ONE		= 4'h2,
		BIT_TWO		= 4'h3,
		BIT_THREE	= 4'h4,
		BIT_FOUR	= 4'h5,
		BIT_FIVE	= 4'h6,
		BIT_SIX		= 4'h7,
		BIT_SEVEN	= 4'h8,
		LAST		= 4'h8,
		IDLE		= 4'hf;
	reg	[23:0]	counter;
	reg	[3:0]	state;
	reg	[8:0]	lcl_data;
	reg		baud_stb;
	initial	o_busy = 1'b0;
	initial	state  = IDLE;
	always @(posedge i_clk)
	if ((i_wr)&&(!o_busy))
		{ o_busy, state } <= { 1'b1, START };
	else if (baud_stb)
	begin
		if (state == IDLE)  
			{ o_busy, state } <= { 1'b0, IDLE };
		else if (state < LAST) begin
			o_busy <= 1'b1;
			state <= state + 1'b1;
		end else  
			{ o_busy, state } <= { 1'b1, IDLE };
	end
	initial	lcl_data = 9'h1ff;
	always @(posedge i_clk)
	if ((i_wr)&&(!o_busy))
		lcl_data <= { i_data, 1'b0 };
	else if (baud_stb)
		lcl_data <= { 1'b1, lcl_data[8:1] };
	assign	o_uart_tx = lcl_data[0];
	initial	baud_stb = 1'b1;
	initial	counter = 0;
	always @(posedge i_clk)
	if ((i_wr)&&(!o_busy))
	begin
		counter  <= CLOCKS_PER_BAUD - 1'b1;
		baud_stb <= 1'b0;
	end else if (!baud_stb)
	begin
		baud_stb <= (counter == 24'h01);
		counter  <= counter - 1'b1;
	end else if (state != IDLE)
	begin
		counter <= CLOCKS_PER_BAUD - 1'b1;
		baud_stb <= 1'b0;
	end
endmodule
==> /design/flow/run.sh <==
#!/bin/bash
# OpenROAD 26Q1-2900-gdf79404cd8, Yosys 0.63+post, stock flow scripts
make -C /OpenROAD-flow-scripts/flow DESIGN_CONFIG=/design/flow/config.mk WORK_HOME=/design/flow/orfs finish
==> /design/flow/config.mk <==
export PLATFORM = sky130hd
export DESIGN_NAME = helloworld
export DESIGN_NICKNAME = helloworld
export VERILOG_FILES = /design/flow/design.v
export SDC_FILE = /design/flow/constraint.sdc
export NUM_CORES = 4
export LEC_CHECK = 1
export CORE_UTILIZATION = 50
==> /design/flow/constraint.sdc <==
current_design helloworld

set clk_period 3.0
set clk_io_pct 0.2

create_clock -name clk0 -period $clk_period [get_ports {i_clk}]

set non_clock_inputs [all_inputs -no_clocks]
set_input_delay [expr $clk_period * $clk_io_pct] -clock clk0 $non_clock_inputs
set_output_delay [expr $clk_period * $clk_io_pct] -clock clk0 [all_outputs]
==> run summary <==
run metrics: initial DRC count 76, number of enable flip-flop cells 12, GR met2 Demand/Resource 29.9%, Commonest flop dfxtp_1, number of synthesized register bits 80, Tot GR Track Use 18.8%, post-DP HPWL 4.24 mm, Max rail drop VDD 0.251 mV, # DRC 0, and+or+nand+nor area frac 25.9%, Period minus WS final 2240 ps, Seq/Total Area, Yosys 46.1%, Max Transition Viols Final 0, chip width 88.4 um, Logic area 1880 um^2, GRT busiest layer met2, yosys xor share 3.28%, MUX area fraction 1.94%, worst setup margin 764 ps, cts repair resizes 0, adder-cell share of the synthesized area 5.03%, DP Worst Slack 746 ps, Worst Hold Depth 1, RSZ-0062 raised after global routing no, share of layout cells above drive strength 1 10.6%, Synth Area per Inst 9.40 um^2, H-tree depth 3, 1st-pass router iterations 4, Synth warnings 2, max-cap violation count 0, Syn Inst Count 397, worst hold margin 407 ps, Avg WL per Cell 13.3 um, Final setup viols 0, Pre-Place Util 51.5%, total CTS buffers 9, ao+oa area frac 14.1%, crit share post-route 74.5%, Longest Clk Path Bufs 2, clk latency of the worst-skew pair 350 ps, die height 88.4 um, GRT overflow 0, GR Util met1 28.7%, register area 1720 um^2, ANT nets after route 0, cell area after synthesis 3730 um^2, Filler Cell Count 651, Cell Area, Placed 3840 um^2, Power, Total 1980 uW, Max FO, Critical Path 11, CP Launch Type flip-flop, Core Area 7250 um^2, DIE AREA 7820 um^2, Crit path required time 3280 ps, met3 Resource Use GR 3.50%, number of cells in Yosys stat 397, setup TNS 0 ps, vias in the first global route 2406, pwr/cell area 487 nW/um^2, Hold Path Class flip-flop to flip-flop, final clock skew 7.64 ps, routed wire length 6.69 mm, final hold violations 0, port bufs 1, post-CTS setup repair buffer count 0, Std-Cell Rows 31, Dominant cell area share 36.5%, Num Clock Sinks 80, area delta synth->final 8.85%, number of vias per cell 5.58, r2r worst-path depth 4, io pins 2, fmax 447 MHz, initial antenna violation count 0, Synth area leader dfxtp_1, CTS tree yes, Crit. End Element flip-flop, routability congestion estimate 0.806, largest net degree at the start of global routing 41, WS Path Type flip-flop to flip-flop, Post-synth area hogs dfxtp_1 36%, edfxtp_1 9.7%, ha_1 5.0%, nand2_1 4.1%, or4_1 3.4%, Chip Area, Yosys 3730 um^2, Cell Type Count 47, DR vias 2807, # hold bufs at CTS 0, status finished, final reports clean, Async S/R FF share, synth 0%, count of tool warnings 35, first-pass GRT wire length 11.2 mm, CTS root buf clkbuf_8, CP arrival 2510 ps, relative slew slack 52.4%, Top logic family simple AND/OR/NAND/NOR gates, Finished Cell Area 4060 um^2, n_diodes 0, Least-Margin Pin Slew 707 ps, Clock transition at path regs 90 ps, LEAKAGE 0.00162 uW
[per-layer routing]
metal / part of all wire [%] / wire [um] / vias up
met5: 0 / 0 / -
met4: 1.7 / 114 / 0
met3: 2.4 / 159 / 12
met2: 44 / 2970 / 18
met1: 52 / 3450 / 1296
li1: - / - / 1481
[cells in the mapped netlist, types with 11 or more instances]
| cell type | n |
|---|---|
| clkbuf_1 | 11 |
| or4_1 | 17 |
| nor2_1 | 21 |
| nand3_1 | 18 |
| edfxtp_1 | 12 |
| o31ai_1 | 16 |
| a21oi_1 | 18 |
| nand2_1 | 41 |
| dfxtp_1 | 68 |
| or3_1 | 13 |
| inv_1 | 13 |
| ha_1 | 15 |
| o21ai_0 | 23 |
[flip-flops by register name (all words and copies together), names as in the netlist]
register / flops
transmitter.counter: 24
transmitter.o_busy: 1
hz_counter: 28
transmitter.lcl_data: 9
tx_stb: 1
tx_index: 4
transmitter.state: 4
tx_restart: 1
transmitter.baud_stb: 1
tx_data: 7
[layout make-up]
| class | instances | share of cell area [%] |
|---|---|---|
| clock buffer | 9 | 3.05 |
| clock inverter | 7 | 2.52 |
| inverter | 14 | 1.29 |
| multi-input combinational | 286 | 46.2 |
| sequential | 80 | 42.4 |
| tap | 99 | 3.05 |
| timing repair buffer | 8 | 1.54 |
[through the flow]
step / std cells / utilization [%]
6_report: 503 / 56.0
3_3_place_gp: 487 / 52.9
2_1_floorplan: 397 / -
3_5_place_dp: 487 / 52.9
5_1_grt: 503 / 56.0
4_1_cts: 503 / 56.0
[logic make-up (layout without fill, tap and decap cells)]
group	Yosys count	after routing
buffers and inverters	31	38
AOI/OAI and AO/OA	82	82
and+or+nand+nor	168	168
DFF	80	80
muxes	7	7
xor gates and xnor gates	14	14
adders and majority gates	15	15
[critical path: stages (launching register included)]
cell and delay [ps]:
dfxtp_1 370, nor4_1 660, nand4_1 500, or3_1 460, o31ai_1 170
[cells in the final DEF, fill, tap and decap left out, types with 3 or more instances in the layout]
cell	instances
dfxtp_1	68
nand2_1	41
o21ai_0	23
nor2_1	21
a21oi_1	18
nand3_1	18
or4_1	17
o31ai_1	16
ha_1	15
inv_1	13
or3_1	13
edfxtp_1	12
nand4_1	10
xor2_1	9
clkbuf_8	9
nor4_1	7
or2_2	7
buf_4	7
nand2b_1	6
nor3_1	6
o211ai_1	6
nor2b_1	5
xnor2_1	5
nor4_2	5
o311ai_0	5
mux2i_1	5
nand4b_1	4
o41ai_1	4
clkinvlp_4	3
[power breakdown]
| part | switching, uW | internal (uW) |
|---|---|---|
| combinational | 0 | 0 |
| clock | 418 | 477 |
| sequential | 0 | 1080 |
| total | 418 | 1560 |
[worst paths after layout]
kind                            slack (ps)              startpoint                       to
worst max-delay path                   760  transmitter.counter[5]  transmitter.counter[12]
worst min-delay path                   410              tx_restart                   tx_stb
worst max register to register         760  transmitter.counter[5]  transmitter.counter[12]
worst min register to register         410              tx_restart                   tx_stb
Power figures rest on the tool's default switching activity, not on a simulated workload.
